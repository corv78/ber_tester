--- ./run.sh ---
#!/bin/bash
# OpenROAD 26Q1-2900-gdf79404cd8, Yosys 0.63+post, stock flow scripts
make -C /OpenROAD-flow-scripts/flow DESIGN_CONFIG=/design/flow/config.mk WORK_HOME=/design/flow/orfs finish
--- ./config.mk ---
export PLATFORM = sky130hd
export DESIGN_NAME = prbs_checker
export DESIGN_NICKNAME = prbs_checker
export VERILOG_FILES = /design/flow/design.v
export SDC_FILE = /design/flow/constraint.sdc
export NUM_CORES = 4
export LEC_CHECK = 1
export CORE_UTILIZATION = 50
--- ./design.v ---
`timescale 1ns / 1ps
module prbs_checker(
    err_num, lock,valid,
    prbs, clk, en, reset
    );
    parameter       ERR_THRSHLD = 2,
                    LOCK_CNT = 8;
    output  [8:0]       err_num;
    output              lock;
    output              valid;
    input   [7:0]       prbs;
    input               clk, en, reset;
    reg     [8:0]       err_num;
    wire                lock;
    wire                valid;
    reg     [30:0]      d; 
    reg     [7:0]       prbs_lat, prbs_xor;   
    reg     [7:0]       check;
    reg                 load; 
    reg     [7:0]       lock_count;
    reg                 en_reg, en_reg_reg, en_reg_reg_reg;
    integer             i;
   always @ (posedge clk)
      if (reset) begin   
        check       <= 8'hFF;
        d           <= 1; 
        err_num     <= 8'hFF;
        i           <= 0;
        load        <= 1;
        prbs_lat    <= 0;
        prbs_xor    <= 8'hFF;
        lock_count  <= 0;
      end  
      else begin          
        en_reg      <= en;
        en_reg_reg  <= en_reg;
        en_reg_reg_reg  <= en_reg_reg;
        if (en)
           prbs_lat <= prbs;    
        if (en_reg) begin   
           prbs_xor = {  d[30]^d[27],
                         d[29]^d[26],
                         d[28]^d[25],
                         d[27]^d[24],
                         d[26]^d[23],
                         d[25]^d[22],
                         d[26]^d[21],
                         d[23]^d[20]};
           d[30:0] <= (load) ? {d[22:0],prbs_lat}: {d[22:0], prbs_xor};  
           check <= prbs_lat ^ prbs_xor;  
        end
        if (en_reg_reg) begin   
           err_num = 0;
           for (i=0; i<7; i=i+1)
             err_num =  err_num + check[i];   
            if (err_num < ERR_THRSHLD) begin
                if (lock_count  < LOCK_CNT)
                    lock_count <= lock_count + 1;
                else
                    load <= 1'b0;        
            end    
            else begin               
                lock_count  <= 0;
                load        <= 1'b1;        
            end    
        end  
    end  
    assign lock = ~load;
    assign valid = en_reg_reg_reg & lock;
endmodule
--- ./constraint.sdc ---
current_design prbs_checker

set clk_period 3.6
set clk_io_pct 0.2

create_clock -name clk0 -period $clk_period [get_ports {clk}]

set non_clock_inputs [all_inputs -no_clocks]
set_input_delay [expr $clk_period * $clk_io_pct] -clock clk0 $non_clock_inputs
set_output_delay [expr $clk_period * $clk_io_pct] -clock clk0 [all_outputs]
==> Changelog: implementation <==
## Flow update

- CP Class: register to register
- Top logic family: simple AND/OR/NAND/NOR gates
- Gr ovfl total: 0
- DRT iter0 DRCs: 64
- Power per Cell Area: 486 nW/um^2
- Clk root buf: clkbuf_8
- DR vias/cell: 5.04
- Die Width: 74.3 um
- TritonRoute pass-1 iters: 4
- YS chip area: 2610 um^2
- Antenna Cells: 0
- Post-DP HPWL: 3100 um
- Stages on worst setup path: 9
- Setup violators final: 0
- Most frequent cell after synthesis: dfxtp_1
- Worst setup margin: 532 ps
- Reg-to-Reg End: lock_count[0]
- Post-CTS Setup Bufs: 0
- Largest Register: d
- Max_cap viols: 0
- Commonest cells post-synth: dfxtp_1 (59), nor2_1 (39), mux2i_1 (34)
- Clock sinks: 62
- CTS tree: built
- Crit path largest cell delay: 510 ps
- Yosys aoi share: 0.0997
- Post-cts hold buffer count: 0
- Worst slew margin: 0.566
- Capture point of the worst path: lock_count[0]
- Total negative slack: 0 ps
- First-pass GRT wire length: 7820 um
- Core Footprint: 4880 um^2
- Synth Flop Type: dfxtp_1
- DRC errors left: 0
- Crit path max fanout: 6
- Startpoint types: register
- Non-filler instance count after layout: 345
- Ys cells: 260
- Max FFs per register: 31
- Area of the die: 5520 um^2
- RSZ-0062 raised after global routing: no
- Mapped Cells: 260
- Max Clock Skew: 5.58 ps
- Most used cell, CP: fa_1
- DRT Wirelength: 4650 um
- Synth Cell Area: 2610 um^2
- Tool Warnings: 26
- WP buf/inv: 2
- Worst EP arrival: 3300 ps
- FP Rows: 25
- Seq share, synth: 0.487
- Worst path required time: 3830 ps
- CP max-delay cell: fa_1
- R2R setup slack: 530 ps
- Synth mux share: 0.130
- Status: finished clean
- FF-to-FF path depth: 9
- Gr usage total: 0.198
- Routability cong.: 0.781
- Fmax: 326 MHz
- Critical path origin: check[0]
- Synth warnings: 1
- Synth area leader: dfxtp_1
- Final Hold Violation Tally: 0
- # fillers: 436
- Gate Area: 1170 um^2
- TritonCTS buffer count: 9
- Cts repair resizes: 0
- CTS H-tree depth: 3
- Biggest area cells: dfxtp_1 (45%), mux2i_1 (13%), nor2_1 (5.6%)
- Vias in the first global route: 1,633
- Simple-Gate Fraction of Synth Area: 0.132
- I/O Buffers: 20
- Asr flop ratio synth: 0
- Synth Area in Adders: 0.0355
- DR WL/cell: 13.5 um
- Ys flops: 62
- Worst-margin pin slew: 649 ps
- I/O pins: 22
- Reg2reg start: check[0]
- Post-DRT Antenna Nets: 0
- Final tally of max-slew violations: 0
- Antenna violations before repair: 0
- Critical Path End Type: register
- Critical-path cell list: inv_1 > fa_1 > fa_1 > inv_1 > fa_1 > fa_1 > o21ai_2 > o41ai_4 > o32ai_1
- P&R area growth vs syn: 13.8%
- Via Count: 1,739
- Placed Cells: 330
- P_leak: 0.00133 uW
- Clk latency late pin: 330 ps
- Mean Syn Cell Area: 10.0 um^2
- Top cell area share: 0.452
- Reg area: 1270 um^2
- Share of cells above drive strength 1: 0.0647
- Largest net degree at the start of global routing: 35
- Number of enable flip-flop cells: 3
- Min cycle time layout: 3070 ps
- Top delay family on crit path: adder cells
- Die Y: 74.3 um
- Worst vdd ir: 358 uV
- Clock Path Buffers: 2
- Cycle use final: 0.852
- XOR Share, Synth: 0.0503
- Clock-pin slew on the worst setup and hold paths: 60 ps
- FP Core Util: 0.535
- Netlist cell types: 35
- Dpl ws: 563 ps
- Class of the most critical hold timing path: register to register
- Regs by FF count: d (31), lock_count (8), prbs_lat (8)
- Tot Pwr: 1440 uW
cells in the final DEF, fill, tap and decap left out:
| master | count |
|---|---|
| dfxtp_1 | 59 |
| or3_4 | 1 |
| clkbuf_1 | 3 |
| o21ai_2 | 1 |
| edfxtp_1 | 3 |
| and4_1 | 1 |
| clkdlybuf4s50_1 | 20 |
| o211ai_1 | 1 |
| o21ai_0 | 10 |
| o41ai_4 | 1 |
| o2bb2ai_1 | 1 |
| nor3_1 | 1 |
| a31oi_1 | 2 |
| mux2i_1 | 34 |
| buf_4 | 3 |
| a21o_1 | 7 |
| xor2_1 | 2 |
| nand2_1 | 13 |
| conb_1 | 1 |
| fa_1 | 4 |
| nor4b_1 | 1 |
| and2_1 | 1 |
| nor2b_1 | 3 |
| o32ai_1 | 2 |
| nand4_1 | 3 |
| xnor2_1 | 13 |
| and3_1 | 10 |
| clkinv_2 | 1 |
| a211oi_1 | 1 |
| ha_1 | 1 |
| nor2_1 | 39 |
| a211o_1 | 6 |
| or3b_1 | 1 |
| inv_1 | 14 |
| clkbuf_8 | 11 |
| a21oi_1 | 3 |
how the worst min path moves through the flow:
stage              start          to  slack, ps  depth (start not counted)
CTS           err_num[0]  err_num[0]        480                          2
global route  err_num[0]  err_num[0]        500                          2
finish        err_num[2]  err_num[2]        470                          2
layout make-up:
type                       count  share of cell area
clock buffer                  14              0.0548
inverter                      14              0.0177
multi-input combinational    164               0.395
tap                           67              0.0282
sequential                    62               0.428
clock inverter                 1             0.00168
timing repair buffer          23              0.0750
metrics by stage:
stage | utilization | hold WS, ps | cell area, um^2
4_1_cts | 0.609 | 477 | 2970
3_3_place_gp | 0.574 | 461 | 2800
3_5_place_dp | 0.574 | 465 | 2800
2_1_floorplan | - | 418 | 2610
6_report | 0.609 | 470 | 2970
5_1_grt | 0.609 | 501 | 2970
kinds of logic after synthesis:
family	Yosys count
XOR/XNOR	15
multiplexers	34
other	1
flip-flops	62
buffers and inverters	34
adder cells (fa/ha/maj)	5
AND-OR/OR-AND	35
AND/OR/NAND/NOR	74
worst reg2reg max path: stages (launching register included):
cell,delay [ps]
dfxtp_1,300
inv_1,60
fa_1,480
fa_1,490
inv_1,50
fa_1,370
fa_1,510
o21ai_2,330
o41ai_4,140
o32ai_1,240
report_power, final:
group,internal (uW),switching [uW]
clock,283,235
combinational,91.2,89.8
sequential,725,20.0
total,1100,345
layer usage:
layer / vias to the layer above / wire (um) / global-route usage
met5: - / 0 / 0
met1: 811 / 2370 / 0.317
li1: 895 / - / -
met2: 28 / 2030 / 0.290
met4: 0 / 40 / 0.0210
met3: 5 / 212 / 0.0591
No activity file was given, so power comes from the tool's default toggle rates.
