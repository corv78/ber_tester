`flow/config.mk`:
```
export PLATFORM = sky130hd
export DESIGN_NAME = prbs_generate
export DESIGN_NICKNAME = prbs_generate
export VERILOG_FILES = /design/flow/design.v
export SDC_FILE = /design/flow/constraint.sdc
export NUM_CORES = 4
export LEC_CHECK = 1
export CORE_UTILIZATION = 30
```
`flow/run.sh`:
```
#!/bin/bash
# OpenROAD 26Q1-2900-gdf79404cd8, Yosys 0.63+post, stock flow scripts
make -C /OpenROAD-flow-scripts/flow DESIGN_CONFIG=/design/flow/config.mk WORK_HOME=/design/flow/orfs finish
```
`flow/constraint.sdc`:
```
current_design prbs_generate

set clk_period 1.1
set clk_io_pct 0.2

create_clock -name clk0 -period $clk_period [get_ports {clk}]

set non_clock_inputs [all_inputs -no_clocks]
set_input_delay [expr $clk_period * $clk_io_pct] -clock clk0 $non_clock_inputs
set_output_delay [expr $clk_period * $clk_io_pct] -clock clk0 [all_outputs]
```
`flow/design.v`:
```
`timescale 1ns / 1ps
 module prbs_generate (
       prbs,
       clk, en,inj_err, reset
       );
      parameter       WIDTH = 8,
                      TAP1 = 30,
                      TAP2 = 27;
       output [7:0]    prbs;
       input           clk, en, inj_err, reset;
       wire [7:0]       prbs;
       reg [30:0]      d; 
       always @ (posedge clk)
         if (reset) begin
            d        <= 31'b101_1001_0111_1001_0101_0111_1010_0000;  
         end
         else 
            if (en) begin
                d[30:0] <= {d[22:0],    d[30]^d[27],
                                        d[29]^d[26],
                                        d[28]^d[25],
                                        d[27]^d[24],
                                        d[26]^d[23],
                                        d[25]^d[22],
                                        d[26]^d[21],
                                        d[23]^d[20]};  
            end  
        assign  prbs = {d[7:1], d[0] ^ inj_err};        
    endmodule  
```
==> impl_metrics.yaml <==
# physical design summary
layout:
  drive_gt1_share_pct: 24.6
  final_util_pct: 38.1
  fill_cells: 379
  reg_top3: "d (31)"
  area.growth.synth_to_final_pct: 21.1
  final_cell_mix: "dfxtp_1, buf_4, nor2_1"
  flop_area_um2: 631
  top_register: "d"
  final_cell_area_um2: 1520
  lay_top_count: "dfxtp_1"
  largest_register_ff_count: 31
  logic_area_um2: 512
cts:
  cts_tree: "built"
  clock_path_buffers: 2
  root_buffer: "clkbuf_8"
  clkLatencyLatePin_ns: 0.28
  cts_sinks: 31
  clk_pin_slew_ns: 0.06
  postCtsHoldBufs: 0
  htree_levels: 2
  numCtsBuffers: 5
critical_path:
  reg2reg_to: "d[3]"
  r2r_cells: 2
  cp.arrival_ns: 0.85
  worstReg2RegStart: "d[26]"
  startpoint_type: "flop"
  end_kind: "output port"
  required_ns: 0.88
  crit_type: "flop to output port"
  path_max_fanout: 2
  reg2reg_slack_ns: 0.19
job:
  cap_violations: 0
  tool_warnings: 25
grt:
  grt_usage_pct: 9.80
  overflow: 0
  grt_pass1_vias: 767
  grt_max_degree: 21
  antenna_found_initial: 0
  grt_pass1_wl_um: 3350
min_path:
  holdPathEnd: "d[14]"
  min-delay-start: "en"
  min-delay-path-class: "input port to flop"
  holdPathStages: 3
final_timing:
  tns_ns: 0
  finalHoldViolCount: 0
  rsz0062_at_grt: "no"
  worstMarginPinSlew_ns: 0.289
  skew_ns: 0.00479
  max_freq_mhz: 938
  max_slew_margin_pct: 80.7
  fin_crit_ns: 1.07
  period_used_pct: 96.9
  slew_violations: 0
  final-setup-viol-count: 0
  fin_ws_ns: 0.0339
place:
  pre_cts_ws_ns: -0.424
  hpwl_um: 1230
  gp_congestion: 0.753
  io_buffer_count: 11
  place_area_um2: 1400
route:
  drt_pre_antenna_iters: 3
  final_antenna_net_count: 0
  drc: 0
  detail_route.vias_per_cell: 4.47
  drt_iter0_drc: 16
  wl_per_cell_um: 10.3
  n_antenna_cell: 0
  via_count: 841
  drt-total-wl_um: 1930
die:
  die_area_um2: 4450
  die_y_um: 66.7
  die_w_um: 66.7
  core_util_floorplan_pct: 31.4
  core_um2: 4000
  rows: 23
  design.portCount: 12
synthesis:
  ys_area_um2: 1260
  synth_area_leader_cell: "dfxtp_1"
  synth.cell_area_um2: 1260
  topCellsByArea: "dfxtp_1, a211o_1, mux2i_1, xnor2_1, nor2b_1"
  yosysWarnings: 1
  syn-instance-count: 118
  ys_seq_share_pct: 49.4
  yosysTopAreaCellShare_pct: 49.4
  yosysUniqueCellTypes: 15
  avgSynthCellArea_um2: 10.7
  ys.flops: 31
  yosys_cells: 118
status:
  outcome: "completed"
power:
  peakVddDrop_uv: 838
  cellPowerDensity_nw_per_um2: 1590
  p_leak_nw: 0.654
## through the flow
step	hold WS, ns	cells	power, W
final	0.403	188	0.00243
after global routing	0.431	188	0.00256
after CTS	0.395	188	0.00247
after detailed placement	0.444	175	0.00158
after global placement	0.440	175	0.00157
after floorplan	0.319	118	0.00149
## power breakdown
group | switching (W) | internal (W) | total, W
combinational | 0.000117 | 0.000181 | 0.000297
clock | 0.000377 | 0.000489 | 0.000866
sequential | 0.0000502 | 0.00121 | 0.00126
total | 0.000543 | 0.00188 | 0.00243
## cell families (layout without fill, tap and decap cells)
group | after synthesis | count (layout) | synth area share [%]
AND/OR/NAND/NOR | 32 | 32 | 13.1
buffers and inverters | 15 | 35 | 9.95
XOR/XNOR | 9 | 9 | 6.27
multiplexers | 9 | 9 | 7.16
AND-OR/OR-AND | 22 | 22 | 14.1
flip-flops | 31 | 31 | 49.4
## routing by layer
metal	track usage, %	routed length, um
met2	14.3	797
met3	2.08	78
met5	0	0
met4	2.39	47
met1	15.0	1010
## how the worst max path moves through the flow
stage	slack [ns]	endpoint	start
4_1_cts	0.02	prbs[0]	d[0]
5_1_grt	0.004	prbs[0]	d[0]
6_report	0.03	prbs[0]	d[0]
## timing repair
item / CTS / global route
setup buffers: 6 / 0
pin swaps: 1 / 1
endpoints found under the setup margin: 8 / 1
resized: 19 / 0
## cells in the mapped netlist
| library cell | number |
|---|---|
| buf_4 | 8 |
| clkbuf_1 | 3 |
| xor2_1 | 1 |
| a211o_1 | 14 |
| buf_12 | 1 |
| and2b_1 | 4 |
| a21oi_1 | 2 |
| buf_6 | 3 |
| mux2i_1 | 9 |
| xnor2_1 | 8 |
| nor3_1 | 2 |
| nor2b_1 | 11 |
| a211oi_1 | 6 |
| nor2_1 | 15 |
| dfxtp_1 | 31 |
## worst max-delay path: stages, from the launching register on
cell     delay [ns]
dfxtp_2        0.32
xor2_1         0.15
buf_2          0.10
## area by class of cell
| cell class | instances | area share [%] |
|---|---|---|
| flip-flops and latches | 31 | 41.4 |
| well taps | 50 | 4.11 |
| repair buffers | 28 | 15.1 |
| multi-input cells | 72 | 33.6 |
| clock inverters | 1 | 0.329 |
| clock buffers | 6 | 5.42 |
No activity file was given, so power comes from the tool's default toggle rates.
